`flow/design.v`:
```
`timescale 1ns / 1ps
module ring_flasher (
    input  wire       clk,            
    input  wire       rst_n,          
    input  wire       repeat_signal,  
    output reg [15:0] led             
);
    localparam [2:0] IDLE               = 3'b000;
    localparam [2:0] CLOCKWISE          = 3'b001;
    localparam [2:0] ANTICLOCKWISE      = 3'b010;
    localparam [2:0] TOGGLE_CLOCKWISE   = 3'b011;
    localparam [2:0] TOGGLE_ANTICLOCKWISE = 3'b100;
    localparam [2:0] CHECK              = 3'b101;
    reg [3:0] count;            
    reg [3:0] led_offset;       
    reg [2:0] state;            
    reg [2:0] cycle_count;      
    always @(posedge clk or negedge rst_n) begin
        if (!rst_n) begin
            led         <= 16'b0000_0000_0000_0000;
            led_offset  <= 4'b0000;
            count       <= 4'b0000;
            state       <= IDLE;
            cycle_count <= 3'b000;
        end
        else begin
            case (state)
                IDLE: begin
                    led <= 16'b0000_0000_0000_0000;
                    led_offset  <= 0;
                    count       <= 0;
                    cycle_count <= 0;
                    state       <= (repeat_signal) ? CLOCKWISE : IDLE;
                end
                CLOCKWISE: begin
                    if (count < 8) begin
                        led[led_offset] <= 1'b1;
                        led_offset      <= led_offset + 1;
                        count           <= count + 1;
                    end
                    else begin
                        count       <= 4;
                        led_offset  <= led_offset - 1;
                        state       <= ANTICLOCKWISE;
                    end
                end
                ANTICLOCKWISE: begin
                    if (count > 0) begin
                        led[led_offset] <= 1'b0;
                        led_offset      <= led_offset - 1;
                        count           <= count - 1;
                    end
                    else begin
                        led_offset <= led_offset + 1;
                        if (cycle_count < 2) begin
                            cycle_count <= cycle_count + 1;
                            count       <= 0;
                            state       <= CLOCKWISE;
                        end
                        else begin
                            cycle_count <= 0;
                            count       <= 0;
                            state       <= TOGGLE_CLOCKWISE;
                        end
                    end
                end
                TOGGLE_CLOCKWISE: begin
                    if (count < 8) begin
                        led[led_offset] <= ~led[led_offset];
                        led_offset      <= led_offset + 1;
                        count           <= count + 1;
                    end
                    else begin
                        count       <= 4;
                        led_offset  <= led_offset - 1;
                        state       <= TOGGLE_ANTICLOCKWISE;
                    end
                end
                TOGGLE_ANTICLOCKWISE: begin
                    if (count > 0) begin
                        led[led_offset] <= ~led[led_offset];
                        led_offset      <= led_offset - 1;
                        count           <= count - 1;
                    end
                    else begin
                        led_offset <= led_offset + 1;
                        state      <= CHECK;
                    end
                end
                CHECK: begin
                    state <= (led == 16'b0) ? IDLE : TOGGLE_CLOCKWISE;
                end
                default: begin
                    state <= IDLE;  
                end
            endcase
        end
    end
endmodule
```
`flow/run.sh`:
```
#!/bin/bash
# OpenROAD 26Q1-2900-gdf79404cd8, Yosys 0.63+post, stock flow scripts
make -C /OpenROAD-flow-scripts/flow DESIGN_CONFIG=/design/flow/config.mk WORK_HOME=/design/flow/orfs finish
```
`flow/config.mk`:
```
export PLATFORM = sky130hd
export DESIGN_NAME = ring_flasher
export DESIGN_NICKNAME = ring_flasher
export VERILOG_FILES = /design/flow/design.v
export SDC_FILE = /design/flow/constraint.sdc
export NUM_CORES = 4
export LEC_CHECK = 1
export CORE_UTILIZATION = 40
```
`flow/constraint.sdc`:
```
current_design ring_flasher

set clk_period 3.5
set clk_io_pct 0.2

create_clock -name clk0 -period $clk_period [get_ports {clk}]

set non_clock_inputs [all_inputs -no_clocks]
set_input_delay [expr $clk_period * $clk_io_pct] -clock clk0 $non_clock_inputs
set_output_delay [expr $clk_period * $clk_io_pct] -clock clk0 [all_outputs]
```
==> results.toml <==
# physical design summary
[outcome]
outcome = "complete, no violations"

[final_timing]
setup_violations = 0
worst_slack_ns = 0.718
rsz0062_at_grt = "no"
worstMarginPinSlew_ns = 0.772
hold_viol = 0
slew_viol_final = 0
slew_headroom_pct = 48.1
fin_skew_ns = 0.00338
fmax_ghz = 0.359
finalClockPeriodUsage_pct = 79.5
period_minus_slack_ns = 2.78
setup_tns_ns = 0

[setup_path]
reg2reg_depth = 8
r2r_start = "led_offset[0]$_DFFE_PN0P_"
crit_path_end_kind = "flip-flop"
required_ns = 3.66
startpoint_type = "flip-flop"
slowest_delay_ns = 0.59
critPathArrivalTime_ns = 2.94
reg2reg_slack_ns = 0.72
cp_slowest_cell = "dfrtp_1"
crit_fanout = 18
r2r-end = "led[6]$_DFFE_PN0P_"
cp_cell_sequence = "inv_1, ha_1, clkinv_1, o41ai_1, buf_4, a21oi_1, o21ai_0, o311ai_1"
startpoint = "led_offset[0]$_DFFE_PN0P_"
critical_path_class = "flip-flop to flip-flop"

[cts]
cts-resized-gates = 0
hold_buffers = 0
cts_max_path_buffers = 2
cts_max_level = 2
clk_latency_ns = 0.29
clockRootBuffer = "clkbuf_8"
cts_sinks = 33
cts_buffers = 5
cts_tree = "done"
cts_setup_buffers = 0
clk_pin_slew_ns = 0.07

[floorplanning]
core_um2 = 5890
dieArea_um2 = 6400
io_pins = 19
die.size.y_um = 80.0
die_x_um = 80.0
fp_util_pct = 41.4
fp-row-count = 28

[synthesis]
synth-edff-count = 0
synthArstFlopShare_pct = 100
synth.avg_cell_area_um2 = 8.40
ys_cells = 290
ys.flops = 33
yosys.cell_types.count = 54
ff_type = "dfrtp_1"
ys_seq_share_pct = 34.0
syn_inst = 290
syn-cell-area_um2 = 2430
ys_area_um2 = 2430
yosysWarnings = 1

[global_route]
antenna_found_initial = 0
use_met2_pct = 32.0
use_met3_pct = 3.71
grt_pass1_wl_mm = 10.8
grt_busiest_layer = "met1"
gr-usage-all-layers_pct = 22.7
grt_util_met1_pct = 37.6
grt_pass1_vias = 2101
grt_max_degree = 34
overflow = 0

[detailed_routing]
drt_iter0_drc = 213
drt_wl_total_mm = 6.55
viasPerCell = 6.01
diodes = 0
firstDrtPassIters = 5
vias = 2254
drc = 0
routedWlPerCell_um = 17.5
ant_nets = 0

[power_and_ir_drop]
p_per_area_nw_per_um2 = 926
leakagePower_uw = 0.00113
ir_drop_uv = 342

[placed_design]
port_buffers = 18
pre_cts_slack_ns = 0.784
gp_congestion = 0.956
dp_hpwl_mm = 4.76

[layout]
drive_gt1_share_pct = 9.67
fillCellCount = 561
area_growth_pct = 12.9

[worst_hold_path]
worstHoldStart = "state[4]$_DFF_PN0_"
whs_endpoint = "state[0]$_DFF_PN1_"
holdPathStages = 2
min_path_type = "flip-flop to flip-flop"

[job]
cap_viol_max_count = 0
log.warning_count = 32
## metal layers
metal	share of wire, %	wire, µm
met5	0	0
met3	8.2	534
met1	48	3150
met2	41	2710
met4	2.3	150
## worst max-delay path, delay by kind of cell (launching register included)
kind | cells | cell delay (ns)
buf+inv | 3 | 0.82
fa+ha+maj | 1 | 0.48
flops | 1 | 0.59
compound gates | 4 | 0.77
## cells in the final DEF, fill, tap and decap left out, types with 2 or more instances in the layout
master,Yosys,final
nor2_1,18,18
o311ai_1,5,5
mux2_1,3,3
o31ai_1,2,2
nor2b_1,2,2
dfrtp_1,32,32
a32oi_1,2,2
a31oi_1,6,6
nor4_1,5,5
mux4_2,2,2
o22ai_1,3,3
clkbuf_8,0,7
ha_1,10,10
a22o_1,3,3
nor3_1,5,5
or3b_2,2,2
clkdlybuf4s50_1,0,18
a21oi_1,20,20
o41a_1,2,2
nand2_1,34,34
a221o_1,2,2
mux2i_1,2,2
buf_4,0,4
inv_1,10,10
or2_2,3,3
o21a_1,2,2
o41ai_1,2,2
nand3_1,5,5
a41o_1,2,2
nand4_1,2,2
o21ai_0,43,43
nand4bb_1,3,3
mux2_2,5,5
and3_1,4,4
nand2b_1,8,8
or3_1,3,3
## state kept, by name (all words and copies together) (netlist names)
name	cells
count	4
cycle_count	3
led	16
led_offset	4
state	6
## kinds of logic (layout without fill, tap and decap cells)
group	Yosys count	after routing	synth area share (%)
buffers and inverters	31	41	5.40
multiplexers	12	12	6.37
adder cells (fa/ha/maj)	10	10	5.14
flip-flops	33	33	34.0
AND-OR/OR-AND	102	102	27.1
XOR/XNOR	2	2	0.720
AND/OR/NAND/NOR	100	100	21.3
## synth_stat cells, drive strengths merged (4+ instances only)
cell type | n | area [µm²]
nand3 | 5 | 25.0
nand2 | 34 | 128
a31oi | 6 | 37.5
ha | 10 | 125
a21oi | 20 | 100
inv | 10 | 37.5
nor4 | 6 | 43.8
dfrtp | 32 | 801
nand2b | 8 | 50.1
o21ai | 43 | 215
nor3 | 5 | 25.0
and3 | 4 | 25.0
o311ai | 5 | 43.8
clkbuf | 17 | 63.8
mux2 | 8 | 90.1
nor2 | 18 | 67.6
## layout make-up
| type | instances | area, µm² | share of cell area, % |
|---|---|---|---|
| well taps | 75 | 93.8 | 3.41 |
| clock buffers | 7 | 96.3 | 3.50 |
| repair buffers | 22 | 210 | 7.64 |
| clock inverters | 1 | 5.00 | 0.182 |
| inverters | 11 | 41.3 | 1.50 |
| flip-flops and latches | 33 | 827 | 30.1 |
| multi-input cells | 226 | 1480 | 53.7 |
## through the flow
step | instances | cell area, µm² | power (µW) | util, % | hold slack, ns
6_report | 375 | 2750 | 2550 | 46.7 | 0.486
5_1_grt | 375 | 2750 | 2750 | 46.7 | 0.533
4_1_cts | 375 | 2750 | 2510 | 46.7 | 0.492
3_5_place_dp | 367 | 2650 | 2190 | 45.0 | 0.472
3_3_place_gp | 367 | 2650 | 2200 | 45.0 | 0.473
2_1_floorplan | 290 | 2430 | 1720 | - | 0.404
## worst max-delay path by stage
stage | end
after CTS | led[6]$_DFFE_PN0P_
after global routing | led[6]$_DFFE_PN0P_
final | led[6]$_DFFE_PN0P_
## power breakdown
group          internal [µW]  total (µW)  switching [µW]  leakage (µW)
registers                502         765             263      0.000429
logic                    639        1470             828      0.000645
clock network            178         313             135     0.0000542
Power and IR drop assume default switching activity.
